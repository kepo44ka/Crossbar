File: ./config.mk
export PLATFORM = sky130hd
export DESIGN_NAME = crossbar_2m2s
export DESIGN_NICKNAME = crossbar_2m2s
export VERILOG_FILES = /design/flow/design.v
export SDC_FILE = /design/flow/constraint.sdc
export NUM_CORES = 4
export LEC_CHECK = 1
export CORE_AREA = 10 10 159 159
export DIE_AREA = 0 0 169 169
File: ./constraint.sdc
current_design crossbar_2m2s

set clk_period 24.7
set clk_io_pct 0.2

create_clock -name clk0 -period $clk_period [get_ports {clk}]

set non_clock_inputs [all_inputs -no_clocks]
set_input_delay [expr $clk_period * $clk_io_pct] -clock clk0 $non_clock_inputs
set_output_delay [expr $clk_period * $clk_io_pct] -clock clk0 [all_outputs]
File: ./design.v
module crossbar_2m2s(
  input wire clk,
  input wire master_1_req, master_2_req, 
  input wire slave_1_ack, slave_2_ack,
  input wire [31:0] master_1_addr, master_2_addr,
  input wire [31:0] master_1_wdata, master_2_wdata,
  input wire [31:0] slave_1_rdata, slave_2_rdata,
  input wire master_1_cmd, master_2_cmd,
  output slave_1_req, slave_2_req,
  output master_1_ack, master_2_ack,
  output [31:0] slave_1_addr, slave_2_addr,
  output [31:0] slave_1_wdata, slave_2_wdata,
  output [31:0] master_1_rdata, master_2_rdata,
  output slave_1_cmd, slave_2_cmd
);
wire req_m1;
wire req_m2;
wire [31:0] addr_m1;
wire [31:0] addr_m2;
wire ack_s1;
wire ack_s2;
wire cmd_m1;
wire cmd_m2;
wire [31:0] wdata_m1;
wire [31:0] wdata_m2;
wire [31:0] rdata_s1;
wire [31:0] rdata_s2;
wire req_m1_s1 = ~addr_m1[31] & req_m1;
wire req_m2_s1 = ~addr_m2[31] & req_m2;
wire req_m1_s2 = addr_m1[31] & req_m1;
wire req_m2_s2 = addr_m2[31] & req_m2;
wire req_s1 = req_m1_s1 | req_m2_s1;
wire req_s2 = req_m1_s2 | req_m2_s2;
reg c_appr_m1_s1;
reg c_appr_m2_s1;
reg c_appr_m1_s2;
reg c_appr_m2_s2;
wire ack_m1 = ack_s1 & c_appr_m1_s1 | ack_s2 & c_appr_m1_s2;
wire ack_m2 = ack_s1 & c_appr_m2_s1 | ack_s2 & c_appr_m2_s2;
wire cmd_s1 = cmd_m1 & c_appr_m1_s1 | cmd_m2 & c_appr_m2_s1;
wire cmd_s2 = cmd_m1 & c_appr_m1_s2 | cmd_m2 & c_appr_m2_s2;
wire [31:0] addr_s1 = addr_m1 & {32{c_appr_m1_s1}} | addr_m2 & {32{c_appr_m2_s1}};
wire [31:0] addr_s2 = addr_m1 & {32{c_appr_m1_s2}} | addr_m2 & {32{c_appr_m2_s2}};
wire [31:0] wdata_s1 = wdata_m1 & {32{c_appr_m1_s1}} | wdata_m2 & {32{c_appr_m2_s1}};
wire [31:0] wdata_s2 = wdata_m1 & {32{c_appr_m1_s2}} | wdata_m2 & {32{c_appr_m2_s2}};
wire [31:0] rdata_m1 = rdata_s1 & {32{c_appr_m1_s1}} | rdata_s2 & {32{c_appr_m1_s2}};
wire [31:0] rdata_m2 = rdata_s1 & {32{c_appr_m2_s1}} | rdata_s2 & {32{c_appr_m2_s2}};
wire c_appr_m1 = c_appr_m1_s1 | c_appr_m1_s2;
wire c_appr_m2 = c_appr_m2_s1 | c_appr_m2_s2;
wire c_appr_s1 = c_appr_m1_s1 | c_appr_m2_s1;
wire c_appr_s2 = c_appr_m1_s2 | c_appr_m2_s2;
master_if master_1(
  .req_from_master(master_1_req), 
  .addr_from_master(master_1_addr),
  .wdata_from_master(master_1_wdata),
  .cmd_from_master(master_1_cmd),
  .ack_from_crossbar(ack_m1),
  .rdata_from_crossbar(rdata_m1),
  .connect_approved_from_crossbar(c_appr_m1),
  .ack_to_master(master_1_ack),
  .rdata_to_master(master_1_rdata),
  .req_to_crossbar(req_m1), 
  .addr_to_crossbar(addr_m1),
  .wdata_to_crossbar(wdata_m1),
  .cmd_to_crossbar(cmd_m1)
);
master_if master_2(
  .req_from_master(master_2_req), 
  .addr_from_master(master_2_addr),
  .wdata_from_master(master_2_wdata),
  .cmd_from_master(master_2_cmd),
  .ack_from_crossbar(ack_m2),
  .rdata_from_crossbar(rdata_m2),
  .connect_approved_from_crossbar(c_appr_m2),
  .ack_to_master(master_2_ack),
  .rdata_to_master(master_2_rdata),
  .req_to_crossbar(req_m2), 
  .addr_to_crossbar(addr_m2),
  .wdata_to_crossbar(wdata_m2),
  .cmd_to_crossbar(cmd_m2)
);
slave_if slave_1(
  .ack_from_slave(slave_1_ack),
  .rdata_from_slave(slave_1_rdata),
  .req_from_crossbar(req_s1),
  .addr_from_crossbar(addr_s1),
  .wdata_from_crossbar(wdata_s1),
  .cmd_from_crossbar(cmd_s1),
  .connect_approved_from_crossbar(c_appr_s1),
  .ack_to_crossbar(ack_s1),    
  .rdata_to_crossbar(rdata_s1),
  .req_to_slave(slave_1_req),
  .addr_to_slave(slave_1_addr),
  .wdata_to_slave(slave_1_wdata),
  .cmd_to_slave(slave_1_cmd)
);
slave_if slave_2(
  .ack_from_slave(slave_2_ack),
  .rdata_from_slave(slave_2_rdata),
  .req_from_crossbar(req_s2),
  .addr_from_crossbar(addr_s2),
  .wdata_from_crossbar(wdata_s2),
  .cmd_from_crossbar(cmd_s2),
  .connect_approved_from_crossbar(c_appr_s2),
  .ack_to_crossbar(ack_s2),    
  .rdata_to_crossbar(rdata_s2),
  .req_to_slave(slave_2_req),
  .addr_to_slave(slave_2_addr),
  .wdata_to_slave(slave_2_wdata),
  .cmd_to_slave(slave_2_cmd)
);
reg last_con_to_s1;  
reg last_con_to_s2;  
always @(posedge clk)
   last_con_to_s1 <= ~c_appr_m1_s1 & (c_appr_m2_s1 | last_con_to_s1);  
always @(posedge clk)
   last_con_to_s2 <= ~c_appr_m1_s2 & (c_appr_m2_s2 | last_con_to_s2);
always @(req_m1_s1, req_m2_s1, req_m1_s2, req_m2_s2, last_con_to_s1, last_con_to_s2)
begin
if ((req_m1_s1 & req_m2_s1) | (req_m1_s2 & req_m2_s2))
 begin
		c_appr_m1_s1 <= (req_m1_s1 & req_m2_s1) & (last_con_to_s1);
		c_appr_m2_s1 <= (req_m1_s1 & req_m2_s1) & ~(last_con_to_s1);
		c_appr_m1_s2 <= (req_m1_s2 & req_m2_s2) & (last_con_to_s2);
		c_appr_m2_s2 <= (req_m1_s2 & req_m2_s2) & ~(last_con_to_s2);	  
 end
else
 begin
	c_appr_m1_s1 <= req_m1_s1;
	c_appr_m2_s1 <= req_m2_s1;
	c_appr_m1_s2 <= req_m1_s2;
	c_appr_m2_s2 <= req_m2_s2;
 end
end
endmodule
module master_if(
  input wire req_from_master, 
  input wire [31:0] addr_from_master,
  input wire [31:0] wdata_from_master,
  input wire cmd_from_master,
  input wire ack_from_crossbar,
  input wire [31:0] rdata_from_crossbar,
  input wire connect_approved_from_crossbar,
  output wire ack_to_master,
  output [31:0] rdata_to_master,
  output reg req_to_crossbar, 
  output reg [31:0] addr_to_crossbar,
  output reg [31:0] wdata_to_crossbar,
  output reg cmd_to_crossbar
);
assign ack_to_master	= ack_from_crossbar & connect_approved_from_crossbar;
assign rdata_to_master	= rdata_from_crossbar & {32{ack_from_crossbar}} & {32{connect_approved_from_crossbar}};
always @(req_from_master, addr_from_master, wdata_from_master, cmd_from_master, connect_approved_from_crossbar)
begin
  req_to_crossbar	= req_from_master; 
  addr_to_crossbar	= addr_from_master;
  wdata_to_crossbar	= wdata_from_master & {32{connect_approved_from_crossbar}};
  cmd_to_crossbar	= cmd_from_master & connect_approved_from_crossbar;
end
endmodule
module slave_if(
  input wire ack_from_slave,
  input wire [31:0] rdata_from_slave,
  input wire req_from_crossbar,
  input wire [31:0] addr_from_crossbar,
  input wire [31:0] wdata_from_crossbar,
  input wire cmd_from_crossbar,
  input wire connect_approved_from_crossbar,
  output reg ack_to_crossbar,    
  output reg [31:0] rdata_to_crossbar,
  output req_to_slave,
  output [31:0] addr_to_slave,
  output [31:0] wdata_to_slave,
  output cmd_to_slave
);
assign req_to_slave = req_from_crossbar;
assign addr_to_slave  = addr_from_crossbar & {32{connect_approved_from_crossbar}};
assign wdata_to_slave = wdata_from_crossbar & {32{cmd_from_crossbar}} & {32{connect_approved_from_crossbar}};  
assign cmd_to_slave = cmd_from_crossbar & connect_approved_from_crossbar;
always @(ack_from_slave, rdata_from_slave, cmd_from_crossbar, connect_approved_from_crossbar)
begin
  ack_to_crossbar = ack_from_slave;
  rdata_to_crossbar = rdata_from_slave & ~{32{cmd_from_crossbar}} & {32{connect_approved_from_crossbar}};  
end
endmodule
File: ./run.sh
#!/bin/bash
# OpenROAD 26Q1-2900-gdf79404cd8, Yosys 0.63+post, stock flow scripts
make -C /OpenROAD-flow-scripts/flow DESIGN_CONFIG=/design/flow/config.mk WORK_HOME=/design/flow/orfs finish
==> results.ini <==
[sta]
max_freq_mhz = 77.80
relSlewSlack = 0.5716
timing.hold.ws_ns = 0.4689
worst_pin_slew_ns = 0.6426
setup_viol = 0
fin_crit_ns = 12.85
rsz0062_at_grt = false
post-route-period-util = 0.5204
fin_setup_tns_ns = 0
slew_violations = 0
skew_ns = 0
hold_viol = 0

[grt]
grt_pass1_vias = 5764
grt_max_degree = 76
grt_overflow = 0
antenna_found_initial = 0
grt_pass1_wl_um = 36310
grt.total_usage = 0.1579

[min_path]
hold_depth = 2
min_to = last_con_to_s1
hold_start = last_con_to_s1
min_path_type = flip-flop to flip-flop

[worst_setup_path]
rr_endpoint = last_con_to_s1
r2r-start = last_con_to_s1
r2r_cells = 4
cp_max_fo = 41
r2r_slack_ns = 23.29
crit_path_start_kind = primary input
crit_required_ns = 19.76
end_kind = primary output
arrival_ns = 7.91
path_class = primary input to primary output
crit_start = master_1_req

[synth]
postSynthSeqShare = 0.01184
ys_cells = 535
synth_cells = 535
top_cell_area_share = 0.2487
synth_top_cell_by_area = nand4b_1
ys_warn_count = 3
synth_cell_types = 25
ys_chip_area_um2 = 3381
ys_ff = 2
syn_area_per_cell_um2 = 6.319
synth_area_um2 = 3381
synthTopCellsByArea = nand4b_1, a22o_1, o22ai_1, a21oi_1, nand2_1

[job]
tool_warnings = 25
cap_violations = 0

[route]
vias = 5839
drtIter0Drc = 454
diodes = 0
antenna_left = 0
wl_per_cell_um = 21.82
drc = 0
first_pass_iters = 5
viasPerCell = 5.095
wl_um = 25000

[cells_and_area]
layout_top_cell = clkdlybuf4s50_1
seqCellArea_um2 = 40.04
comb_area_um2 = 2948
final_cell_mix = clkdlybuf4s50_1, nand4b_1, nand2_1
fillers = 2300
drive_gt1_frac = 0.03464
syn2layout_area_growth_pct = 122.5

[clock_network]
clock_sink_count = 2
htreeDepth = 1
cts_buffers = 3
root_buffer = clkbuf_16
clock.latency.late_pin_ns = 0.22
cts_tree = done
cts_setup_buffers = 0
clockBufferDepth = 2
cts_resized = 0
cts.hold.buffers_added = 0
cts.clk_slew.worst_paths_ns = 0.03

[power]
p_leak_nw = 2.412
powerDensity_nw_per_um2 = 19.65
ir_worst_vdd_v = 0.00001510

[placement]
dp_hpwl_um = 19250
portBuffers = 395
place.gp.congestion = 0.8922

[floorplanning]
die_h_um = 169
die_x_um = 169
fp_util = 0.1549
io_pins = 397
core_area_um2 = 21820
dieArea_um2 = 28560
rows = 54

[status]
status = complete, no violations

## routing by layer
metal / up-vias / GRT usage / share of wire
li1: 2784 / - / -
met4: 0 / 0.01876 / 0.013
met3: 18 / 0.05267 / 0.096
met5: - / 0 / 0
met1: 2732 / 0.1900 / 0.40
met2: 305 / 0.2741 / 0.49
## how the worst max path moves through the flow
stage | endpoint | slack [ns] | depth (start not counted)
6_report | master_2_rdata[22] | 11.85 | 8
5_1_grt | master_2_rdata[22] | 11.68 | 8
4_1_cts | master_2_rdata[22] | 11.87 | 8
## cell families (layout without fill, tap and decap cells)
kind of cell    after synthesis  count (layout)  synth area share
compound gates              197             197            0.3930
buf+inv                      90             421            0.1199
flops                         2               2           0.01184
other cells                   1               1          0.001109
simple gates                245             245            0.4741
## power breakdown
part / internal (mW) / switching, mW
Sequential: 0.00383 / 0.000381
Combinational: 0.0713 / 0.0481
Clock: 0.0206 / 0.00354
Total: 0.0958 / 0.0521
## cell type report
cell class	instances	area share
multi-input cells	443	0.3919
repair buffers	416	0.5452
clock buffers	3	0.009980
flip-flops and latches	2	0.005323
inverters	2	0.0009980
well taps	280	0.04657
## cell usage after synthesis
master,number
o22ai_1,64
a32oi_2,1
a22o_1,64
nand3_1,2
buf_4,4
a21oi_1,64
nand4b_1,96
nand4_1,32
buf_1,6
conb_1,1
and3_1,3
buf_2,18
a32oi_1,1
and2_1,4
o21a_1,1
nor2b_1,34
nand2b_1,2
dfxtp_1,2
or3b_1,1
nand3b_1,2
a21o_1,2
inv_1,2
nand2_1,69
buf_6,4
clkbuf_1,56
## flip-flops by register name, indices dropped and copies added (netlist names)
register	count
last_con_to_s2	1
last_con_to_s1	1
## worst max-delay path: stages
cell	delay [ns]
clkdlybuf4s50_1	0.46
buf_4	0.38
nand3_1	0.46
buf_4	0.40
a32oi_2	0.22
buf_4	0.38
a21oi_1	0.13
clkdlybuf4s50_1	0.46
## through the flow
step	utilization	total power, mW	cells	worst slack [ns]	cell area (um^2)
2_1_floorplan	-	0.04543	535	13.79	3381
3_3_place_gp	0.3412	0.1244	1143	11.92	7447
3_5_place_dp	0.3412	0.1242	1143	11.89	7447
4_1_cts	0.3447	0.1490	1146	11.87	7522
5_1_grt	0.3447	0.1577	1146	11.68	7522
6_report	0.3447	0.1478	1146	11.85	7522
Power and IR drop assume default switching activity.
